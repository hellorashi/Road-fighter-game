$ cat design/flow/design.v
`timescale 1ns / 1ps
module LFSR_8bit #(
    parameter SEED = 8'b00010011
)(
    input clk,
    input rst,
    output [7:0] random_out
);
    reg [7:0] lfsr_reg;
    wire feedback;
    assign feedback = lfsr_reg[7] ^ lfsr_reg[5] ^ lfsr_reg[4] ^ lfsr_reg[3];
    always @(posedge clk) begin
        if (rst) begin
            lfsr_reg <= SEED;
        end
        else begin
            lfsr_reg <= {lfsr_reg[6:0], feedback};
        end
    end
    assign random_out = lfsr_reg;
endmodule
$ cat design/flow/run.sh
#!/bin/bash
# OpenROAD 26Q1-2900-gdf79404cd8, Yosys 0.63+post, stock flow scripts
make -C /OpenROAD-flow-scripts/flow DESIGN_CONFIG=/design/flow/config.mk WORK_HOME=/design/flow/orfs finish
$ cat design/flow/config.mk
export PLATFORM = sky130hd
export DESIGN_NAME = LFSR_8bit
export DESIGN_NICKNAME = LFSR_8bit
export VERILOG_FILES = /design/flow/design.v
export SDC_FILE = /design/flow/constraint.sdc
export NUM_CORES = 4
export LEC_CHECK = 1
export CORE_AREA = 10 10 70 70
export DIE_AREA = 0 0 80 80
$ cat design/flow/constraint.sdc
current_design LFSR_8bit

set clk_period 1.0
set clk_io_pct 0.2

create_clock -name clk0 -period $clk_period [get_ports {clk}]

set non_clock_inputs [all_inputs -no_clocks]
set_input_delay [expr $clk_period * $clk_io_pct] -clock clk0 $non_clock_inputs
set_output_delay [expr $clk_period * $clk_io_pct] -clock clk0 [all_outputs]
==> writeup.txt <==
The library cells used most frequently in the layout, excluding fill and tap cells, are sky130_fd_sc_hd__dfxtp_2 (6), sky130_fd_sc_hd__nor2b_1 (5), sky130_fd_sc_hd__clkdlybuf4s15_1 (5). The run gives 8 for the register bit count reported by yosys. For the arrival time reported for the critical path endpoint, the log shows 1.11 ns. Global placement routability congestion: 0.708. Once detail routing completed, the nets flagged for antenna violations numbered 0.

The run gives 80 microns for the die extent in x. The total congestion overflow was 0; the fmax was 1030 MHz. Of the cells placed in the final design, the portion with a size suffix greater than 1 is 48.6%. The clock sink count is 8, and the total of buffers placed on input and output ports is 9.

On the critical path the largest part of the delay comes from XOR/XNOR gates. With the die extent in y at 80 microns, the number of warnings in the stage logs is 25. The number of H-tree levels came out at 1. With the biggest cell delay along the critical path at 0.31 ns, the post-route minimum period is 0.968 ns. Count of unresolved DRC violations after routing: 0.

The share of the Yosys chip area taken by registers is 67.7%. The leakage power in the latest report is 0.000172 uW. The cell count after synthesis was 19. The first detailed-routing pass took 2 iterations.

The worst path uses 96.8% of the clock period. Counting pins that exceed their max-slew limit in the final report gives 0. The flow ran to the end, and the final reports show no timing, DRC or antenna violations. The clock reaches the later pin of the worst-skew pair after 0.25 ns.

In the CTS report, the clock slew at the register clock pins of the worst setup and hold paths is listed as 0.06 ns. Global routing consumed, over all layers together, 2.18% of the routing resources. The worst pin sits at a relative slew slack of 84.1%. The run gives 1000 microns for the wire length of the first global-routing pass. The area overhead of the layout relative to synthesis works out to 85.7%. For the final count of negative-setup-slack endpoints, the log shows 0.

TritonCTS built the clock tree. The total CTS buffers was 3. Looking at the clock tree report, the maximum root-to-sink buffer count equals 2.

STA classifies the critical path endpoint as a flip-flop. By instance count after routing, the leading logic cell type is sky130_fd_sc_hd__dfxtp_2. The run gives 9 as the first-iteration detailed-routing DRC count. Hold-check failures listed in the final report amount to 0. The final worst-path setup slack was 0.0316 ns; the final core utilization was 12.9%.

The post-synth design cell area was 236 sq um; the final setup skew was 0.00181 ns. The tools report the initial antenna violation count as 1. The run gives 236 sq um for the area of the synthesized netlist per yosys stat.

The pin slew with the least headroom to its limit is 0.237 ns, and the detailed-route wire length is 629 microns. The register with the most flip-flops in the layout has 8 of them. The run gives 1 as the warning count from the yosys run. Per the detail_route report, routed wire per instance is 7.67 microns.

The number of library cell types mapped by synthesis was 6. The number of max-capacitance violations reported came out at 0. The type of the most critical hold path is flip-flop to flip-flop. IR analysis of the VDD net gives a maximum drop of 0.260 mV. The run gives 6.92% as the starting density of the core. According to the I/O placement log, the pin count is 10. Entering global routing, the biggest net connects 9 pins. The number of buffers and inverters on the critical path was 1. Traced cell by cell, the critical path runs through buf_4 > xor2_2 > xnor2_1 > nand2b_1. The slowest stage of the critical path is the sky130_fd_sc_hd__dfxtp_2 cell.

Die area: 0.00640 sq mm. According to the floorplan report, the placeable core area is 0.00342 sq mm. The number of placement rows came out at 21. Power spread over the standard cell area amounts to 1580 mW/mm^2. The tools report the critical path required time as 1.14 ns.

The routed design shows a via density per instance of 2.26. The mean cell area of the mapped netlist is 12.4 sq um, and the via total after detailed routing is 185. The tools report the clock tree root buffer cell as sky130_fd_sc_hd__clkbuf_4.

Startpoint-to-endpoint class of the critical path: flip-flop to flip-flop. Along the worst path, the maximum fanout reaches 2. The synthesized netlist was found by Yosys to have 19 cells.

With the number of global-route vias before repair at 203, the worst-case setup slack after placement is -0.116 ns. Setup repair after global routing left no endpoint under its margin. STA classifies the critical path startpoint as a flip-flop.
## worst reg2reg max path, stage by stage (launching register included)
cell and delay (ns):
sky130_fd_sc_hd__dfxtp_2 0.31, sky130_fd_sc_hd__buf_4 0.13, sky130_fd_sc_hd__xor2_2 0.17, sky130_fd_sc_hd__xnor2_1 0.18
sky130_fd_sc_hd__nand2b_1 0.07
## what timing repair did
item                                    in CTS  in global routing
pin swaps                                    2                  0
gates resized                               23                  3
setup buffers                                2                  0
hold buffers                                 0                  0
endpoints found under the setup margin       8                  3
## routing by layer
| metal | part of all wire (%) | global-route usage, % | wire length [microns] |
|---|---|---|---|
| met3 | 32 | 3.98 | 202 |
| met2 | 27 | 2.17 | 171 |
| met4 | 0 | 0.176 | 0 |
| met1 | 40 | 2.08 | 254 |
| met5 | 0 | 0 | 0 |
## metrics by stage
stage	cell area, sq um	TNS [ns]	hold WS, ns	power (uW)	instances
final	439	0	0.448	694	82
after global routing	439	0	0.480	729	82
after CTS	452	0	0.451	714	81
after detailed placement	414	-0.285	0.419	465	78
after global placement	414	-0.269	0.424	466	78
after floorplan	236	0	0.272	386	19
## synthesized netlist by cell type
master                     n  share of area (%)
sky130_fd_sc_hd__dfxtp_1   8                 68
sky130_fd_sc_hd__nor2b_1   5                 13
sky130_fd_sc_hd__or2_1     2                5.3
sky130_fd_sc_hd__xor2_1    2                7.4
sky130_fd_sc_hd__nand2b_1  1                2.6
sky130_fd_sc_hd__xnor2_1   1                3.7
## cells by family after synthesis
logic type / Yosys count / synth area share (%)
xor gates and xnor gates: 3 / 11.1
and+or+nand+nor: 8 / 21.2
DFF: 8 / 67.7
## worst paths after layout
check / startpoint / endpoint / slack [ns] / depth (start not counted)
setup / recovery: lfsr_reg[7] / lfsr_reg[0] / 0.03 / 4
hold / removal: lfsr_reg[0] / lfsr_reg[1] / 0.45 / 1
setup reg to reg: lfsr_reg[7] / lfsr_reg[0] / 0.03 / 4
hold reg to reg: lfsr_reg[0] / lfsr_reg[1] / 0.45 / 1
## power breakdown
group	internal, uW	leakage (uW)	switching (uW)	total [uW]
Sequential	347	0.0000678	11.9	359
Clock	137	0.0000138	109	246
Combinational	57.3	0.0000903	31.2	88.5
## area by class of cell
class	instances	area, sq um
repair buffers	13	105
multi-input cells	11	83.8
well taps	46	57.6
fillers	398	2980
clock buffers	3	22.5
flip-flops and latches	8	168
diodes	1	2.50
Power is estimated from default activity; no workload was simulated.
