==> /design/flow/design.v <==
`timescale 1ns / 1ps
module car_control_FSM (
    input clk,           
    input BTNL,          
    input BTNR,          
    input BTNC,          
    input [7:0] random_num,
    output reg [9:0] rival_x_reg,
    output reg [9:0] rival_y_reg,
    output reg rival_active,
    output reg [9:0] car_x_reg,  
    output reg [9:0] car_y_reg,  
    output [2:0] current_state_out,
    output wire collided         
);
    localparam [2:0]
        START     = 3'b000,
        IDLE      = 3'b001,
        LEFT_CAR  = 3'b010,
        RIGHT_CAR = 3'b011,
        COLLIDE   = 3'b100;
    reg [2:0] current_state, next_state;
    localparam START_CAR_X = 270;
    localparam START_CAR_Y = 300;
    localparam main_car_width = 14;
    localparam main_car_height = 16;
    localparam LEFT_BOUNDARY = 244;
    localparam RIGHT_BOUNDARY = 318;
    localparam rival_car_width = 14;
    localparam rival_car_height = 16;
    localparam RIVAL_START_Y = 150 - rival_car_height + 12 ;  
    localparam RIVAL_END_Y = 390;    
    localparam MIN_RIVAL_X = 244;    
    localparam MAX_RIVAL_X = 304;    
    wire collide_left = (car_x_reg < LEFT_BOUNDARY);
    wire collide_right = (car_x_reg + main_car_width > RIGHT_BOUNDARY);
    wire collide_with_rival =(car_x_reg < rival_x_reg + rival_car_width) &&
                            (car_x_reg + main_car_width > rival_x_reg) &&
                            (car_y_reg < rival_y_reg + rival_car_height) &&
                            (car_y_reg + main_car_height > rival_y_reg);
    localparam RIVAL_MOVE_FRAMES = 20'd1000000;  
    reg [19:0] rival_move_count = 0;
    wire rival_move_en = (rival_move_count == RIVAL_MOVE_FRAMES - 1);
    always @ (posedge clk) begin
        if (rival_move_count == RIVAL_MOVE_FRAMES - 1)
            rival_move_count <= 0;
        else
            rival_move_count <= rival_move_count + 1;
    end
    localparam CLK_DIV_CYCLES = 20'd4000000;
    reg [19:0] move_count = 0;
    wire move_clk_en = (move_count == CLK_DIV_CYCLES - 1);
    assign current_state_out = current_state;
    assign collided = (current_state == COLLIDE);
    always @ (posedge clk) begin
        if (move_count == CLK_DIV_CYCLES - 1)
            move_count <= 0;
        else
            move_count <= move_count + 1;
    end
    always @ (posedge clk) begin
        if (BTNC)  
            current_state <= START;
        else
            current_state <= next_state;
    end
    always @ (*) begin
        next_state = current_state;  
        case (current_state)
            START: begin
                next_state = IDLE;
            end
            IDLE: begin
                if (collide_with_rival)
                    next_state = COLLIDE;
                else if (BTNR)
                    next_state = RIGHT_CAR;
                else if (BTNL)
                    next_state = LEFT_CAR;
            end
            RIGHT_CAR: begin
                if (collide_right || collide_with_rival)
                    next_state = COLLIDE;  
                else if (!BTNR)
                    next_state = IDLE;     
            end
            LEFT_CAR: begin
                if (collide_left || collide_with_rival)
                    next_state = COLLIDE;  
                else if (!BTNL)
                    next_state = IDLE;     
            end
            COLLIDE: begin
                if (BTNC)
                    next_state = START;
            end
            default: next_state = START;
        endcase
    end
    always @ (posedge clk) begin
        if (BTNC || current_state == START) begin
            rival_x_reg <= MIN_RIVAL_X + (random_num % (MAX_RIVAL_X - MIN_RIVAL_X + 1));
            rival_y_reg <= RIVAL_START_Y;
            rival_active <= 1;
        end
        else if (!collided && rival_move_en) begin
            if (rival_y_reg >= RIVAL_END_Y - rival_car_height) begin
                rival_x_reg <= MIN_RIVAL_X + (random_num % (MAX_RIVAL_X - MIN_RIVAL_X + 1));
                rival_y_reg <= RIVAL_START_Y;
                rival_active <= 1;
            end
            else begin
                rival_y_reg <= rival_y_reg + 2;  
            end
        end
    end
    always @ (posedge clk) begin
        if (BTNC || current_state == START) begin
            car_y_reg <= START_CAR_Y;  
        end
    end
    always @ (posedge clk) begin
        if (BTNC || current_state == START) begin
            car_x_reg <= START_CAR_X;  
        end
        else if (move_clk_en && current_state != COLLIDE) begin
            case (current_state)
                RIGHT_CAR: begin
                    car_x_reg <= car_x_reg + 1;
                end
                LEFT_CAR: begin
                    car_x_reg <= car_x_reg - 1;
                end
                default: car_x_reg <= car_x_reg;
            endcase
        end
    end
endmodule
==> /design/flow/run.sh <==
#!/bin/bash
# OpenROAD 26Q1-2900-gdf79404cd8, Yosys 0.63+post, stock flow scripts
make -C /OpenROAD-flow-scripts/flow DESIGN_CONFIG=/design/flow/config.mk WORK_HOME=/design/flow/orfs finish
==> /design/flow/config.mk <==
export PLATFORM = sky130hd
export DESIGN_NAME = car_control_FSM
export DESIGN_NICKNAME = car_control_FSM
export VERILOG_FILES = /design/flow/design.v
export SDC_FILE = /design/flow/constraint.sdc
export NUM_CORES = 4
export LEC_CHECK = 1
export CORE_UTILIZATION = 50
==> /design/flow/constraint.sdc <==
current_design car_control_FSM

set clk_period 7.8
set clk_io_pct 0.2

create_clock -name clk0 -period $clk_period [get_ports {clk}]

set non_clock_inputs [all_inputs -no_clocks]
set_input_delay [expr $clk_period * $clk_io_pct] -clock clk0 $non_clock_inputs
set_output_delay [expr $clk_period * $clk_io_pct] -clock clk0 [all_outputs]
==> ci_impl_report.md <==
## Implementation flow summary

| Metric | Value |
|---|---|
| CP max FO | 12 |
| Syn Inst Count | 636 |
| Hold Vio Cnt, Final | 0 |
| TritonCTS Buffers | 9 |
| Unrepaired setup endpoints after global routing | no |
| WP data arrival | 6.41 ns |
| Starting Density | 51.8% |
| Largest regs | move_count (20), rival_move_count (20) |
| Total grt overflow | 0 |
| Worst hold path class | register to register |
| Rows | 37 |
| Yosys top cell by area | dfxtp_1 |
| Top cells by area | dfxtp_1, ha_1, xnor2_1, edfxtp_1, nor2_1 |
| Ys async rst share | 0% |
| Yosys warning tally | 2 |
| Final setup vio count | 0 |
| Routed WL | 11500 um |
| Gr usage total | 21.9% |
| Outcome | completed |
| Setup CP Type | input pin to register |
| EDFF count, synth | 10 |
| Max_cap viols | 0 |
| Routed Antenna Nets | 0 |
| Post-DP HPWL | 8850 um |
| Post-synth cell types | 81 |
| GP Congestion | 0.925 |
| IO buf count | 44 |
| Routed vias/inst | 5.53 |
| Register clock-pin slew on the reported worst setup and hold paths | 0.09 ns |
| # diodes | 0 |
| Die height | 105 um |
| Post-CTS sizing | 0 |
| Flop and latch count out of synthesis | 72 |
| CTS tree | yes |
| Clock Path Buffers | 2 |
| Fmax | 0.158 GHz |
| Initial antenna violation count | 0 |
| Peak supply drop | 0.0987 mV |
| Via count | 4518 |
| # DRC | 0 |
| Worst Path Required | 7.88 ns |
| Setup TNS | 0 ns |
| Post-synth seq share | 28.8% |
| R2r setup slk | 4.34 ns |
| Post-CTS Setup Inserts | 0 |
| GR Layer Usage met3 | 2.46% |
| Slew @ Worst Pin | 0.796 ns |
| Yosys Chip Area | 5350 um2 |
| Pwr dens | 187 nW/um2 |
| Die width | 105 um |
| Clk ins delay skew pair | 0.35 ns |
| Final setup skew | 0.0178 ns |
| Worst setup EP type | register |
| Vias in the first global route | 4154 |
| Router iterations before antenna repair | 5 |
| First-pass GRT wire length | 19400 um |
| Hold WS | 0.456 ns |
| Period utilization | 81.2% |
| Lkg Pwr | 2.39 nW |
| DRT iter0 DRCs | 161 |
| Largest net degree at the start of global routing | 21 |
| Most common cell in the synthesized netlist | nor2_1 |
| Top post-synthesis cells by count | nor2_1, dfxtp_1, xnor2_1, nand2_1, ha_1 |
| Wirelength per Cell | 14.1 um |
| Slew Limit Fails | 0 |
| Period minus WS final | 6.33 ns |
| Main synth FF type | dfxtp_1 |
| Area leader share | 23.2% |
| Area growth, synth to finish | 12.9% |
| Synthesized area | 5350 um2 |
| Worst rel slew slack | 46.7% |
| Met1 Use GR | 32.3% |
| Chip area | 11100 um2 |
| Clock sink total | 72 |
| Number of logged tool warnings | 33 |
| Core Region | 10300 um2 |
| Met2 Use GR | 35.6% |
| Avg Cell Area, Syn | 8.41 um2 |
| Grt peak-use layer | met2 |
| Share of cells above drive strength 1 | 6.75% |
| Startpoint class of the critical path | input pin |
| Clock Root Buffer | clkbuf_8 |
| Hold Buf Count CTS | 0 |
| Yosys Instances | 636 |
| Top Ports | 57 |
| H-tree Lvls | 3 |
## final cells by class
type	count	area, um2
timing repair buffer	49	478
sequential	72	1540
fill	924	4280
multi-input combinational	508	3530
clock inverter	7	61.3
clock buffer	9	124
tap	136	170
inverter	36	135
## worst max-delay path, cell delays in order
cell and delay [ns]:
clkdlybuf4s50_1 0.73, inv_1 0.17, ha_1 0.29, nor2_1 0.22, nor2_1 0.11, xnor2_1 0.22
inv_1 0.11, ha_1 0.22, o211ai_1 0.29, o21bai_2 0.12, o31ai_2 0.13, mux2i_1 0.42
ha_1 0.26, nand2b_1 0.09, a41oi_2 0.47, nor3_1 0.12, xor2_1 0.16, ha_1 0.23
nor4_1 0.36, xnor2_1 0.10
## power breakdown
part / internal [mW] / switching (mW) / total [mW]
combinational: 0.195 / 0.199 / 0.394
clock: 0.122 / 0.162 / 0.284
sequential: 0.413 / 0.0379 / 0.451
total: 0.730 / 0.399 / 1.13
## metal layers
metal / wire length, um / vias up
li1: - / 2326
met1: 5480 / 2085
met2: 5360 / 89
met3: 408 / 18
met4: 237 / 0
met5: 0 / -
## worst paths after layout
path | from | to | cells past startpoint
worst min-delay path | move_count[4] | move_count[4] | 1
worst max-delay path | random_num[3] | rival_x_reg[8] | 20
worst min register to register | move_count[4] | move_count[4] | 1
worst max register to register | car_x_reg[1] | current_state[2] | 16
## cells by family (layout without fill, tap and decap cells)
kind of cell / Yosys count / in the layout / share of synthesized area (%)
other cells: 2 / 12 / 0.140
compound gates: 122 / 122 / 17.5
fa+ha+maj: 44 / 44 / 10.4
simple gates: 248 / 248 / 23.4
flops: 72 / 72 / 28.8
xor+xnor: 78 / 78 / 13.1
mux: 4 / 4 / 0.866
buf+inv: 66 / 101 / 5.87
## cell usage in the layout (no fill, tap or decap), types with 3 or more instances in the layout
cell type,instances
xnor2_1,52
o211ai_1,8
dfxtp_1,62
a211oi_1,5
nand2_1,48
o21ai_0,17
buf_4,5
o41ai_1,3
a21oi_1,26
nand4_1,13
nand3_1,35
edfxtp_1,10
nor3_1,22
a21o_1,5
and3_1,16
nand3b_1,3
ha_1,43
nor2b_1,6
clkbuf_8,9
clkdlybuf4s50_1,44
o21bai_1,7
a31oi_1,4
nor4_1,7
xor2_1,24
inv_1,36
o21a_1,9
and2_1,4
inv_6,4
nor2_1,63
nand2b_1,7
conb_1,12
or3_1,7
## metrics by stage
stage	setup WS (ns)	utilization (%)	power (mW)	cell area [um2]	cells
final	1.47	58.5	1.13	6040	817
after global routing	0.996	58.5	1.22	6040	817
after CTS	1.49	58.5	1.14	6040	817
after detailed placement	1.15	56.7	0.852	5850	801
after global placement	1.21	56.7	0.849	5850	801
after floorplan	2.33	-	0.726	5390	646
No activity file was given, so power comes from the tool's default toggle rates.
