==> design.v <==
`timescale 1ns / 1ps
module Horiz_counter #(
        parameter hor = 640,
        parameter WIDTH = 10
    )
    (
        input pclk,
        input rst,
        output [WIDTH-1:0] Hcnt,
        output TC
    );
    reg [WIDTH-1:0] count = 0;
    reg tempTC = 0;
    always @ (posedge pclk) begin
        if (rst) begin
            count <= 0;
            tempTC <= 0;
        end
        else begin
            if (count == hor-1) begin
                count <= 0;
                tempTC <= 0;
            end
            else if (count == hor-2) begin
                count <= count + 1;
                tempTC <= 1;
            end
            else begin
                count <= count + 1;
                tempTC <= 0;
            end
        end
    end
    assign Hcnt = count;
    assign TC = tempTC;
endmodule
`timescale 1ns / 1ps
module VGA_driver #(
        parameter WIDTH = 10
    )
    (
        input clk,
        input [3:0] vgaRed, vgaGreen, vgaBlue,
        output pixel_clock,
        output [WIDTH-1:0] hor_pix, ver_pix,
        output HS, VS,
        output reg [11:0] vgaRGB
    );
    localparam HACTIVE = 640;
    localparam HFP = 16;
    localparam HSYNC = 96;
    localparam HBP = 48;
    localparam VACTIVE = 480;
    localparam VFP = 10;
    localparam VSYNC = 2;
    localparam VBP = 33;
    localparam HTOT = HACTIVE+HFP+HSYNC+HBP;
    localparam HS_start = HACTIVE+HFP;
    localparam HS_end = HACTIVE+HFP+HSYNC;
    localparam VTOT = VACTIVE+VFP+VSYNC+VBP;
    localparam VS_start = VACTIVE+VFP;
    localparam VS_end = VACTIVE+VFP+VSYNC;
    localparam PCLK_DIV = 4;  
    wire Vcnt_en;
    wire hor_rst, ver_rst;
    reg tempHS = 0, tempVS = 0;
    reg video_on;
    clk_divider #(
        .N(PCLK_DIV)
    ) PCLK_MOD (
        .clk(clk),
        .pclk(pixel_clock)
    );
    Horiz_counter #(
        .hor(HTOT),
        .WIDTH(WIDTH)
    ) HORIZ_C (
        .pclk(pixel_clock),
        .rst(hor_rst),
        .Hcnt(hor_pix),
        .TC(Vcnt_en)
    );
    Vert_counter #(
        .ver(VTOT),
        .WIDTH(WIDTH)
    ) VERT_C (
        .pclk(pixel_clock),
        .En(Vcnt_en),
        .rst(ver_rst),
        .Vcnt(ver_pix)
    );
    assign hor_rst = 0;
    assign ver_rst = 0;
    assign HS = tempHS;
    assign VS = tempVS;
    always @ (posedge pixel_clock) begin
        if (hor_pix >= 0 && hor_pix < HACTIVE && ver_pix >= 0 && ver_pix < VACTIVE)
            video_on <= 1;
        else
            video_on <= 0;
    end
    always @ (posedge pixel_clock) begin
        if (hor_pix >= HS_start && hor_pix < HS_end)
            tempHS <= 1;
        else
            tempHS <= 0;
    end
    always @ (posedge pixel_clock) begin
        if (ver_pix >= VS_start && ver_pix < VS_end)
            tempVS <= 1;
        else
            tempVS <= 0;
    end
    always @ (posedge pixel_clock) begin
        if (video_on == 1) begin
            vgaRGB [11:8] <= vgaGreen;
            vgaRGB [7:4] <= vgaBlue;
            vgaRGB [3:0] <= vgaRed;
        end
        else begin
            vgaRGB [11:8] <= 0;
            vgaRGB [7:4] <= 0;
            vgaRGB [3:0] <= 0;
        end
    end
endmodule
`timescale 1ns / 1ps
module Vert_counter #(
        parameter ver = 480,
        parameter WIDTH = 10
    )
    (
        input pclk,
        input En,
        input rst,
        output [WIDTH-1:0] Vcnt
    );
    reg [WIDTH-1:0] count = 0;
    always @ (posedge pclk) begin
        if (rst)
            count <= 0;
        else if (En == 1) begin
            if (count == ver-1)
                count <= 0;
            else
                count <= count + 1;
        end
    end
    assign Vcnt = count;
endmodule
`timescale 1ns / 1ps
module clk_divider #(
        parameter N = 4
    )
    (
        input clk,
        output pclk
    );
    function integer log2;
        input integer value;
        integer i;
        begin
          log2 = 0;
          for (i = value - 1; i > 0; i = i >> 1)
            log2 = log2 + 1;
        end
    endfunction
    localparam thres = log2(N/2); 
    reg [log2(N/2):0] count = 0;  
    reg temp = 0;
    always @ (posedge clk) begin
        if (count == thres) begin
            count <= 0;
            temp <= ~temp;
        end
        else
            count <= count + 1;
       end
    assign pclk = temp;
endmodule
==> run.sh <==
#!/bin/bash
# OpenROAD 26Q1-2900-gdf79404cd8, Yosys 0.63+post, stock flow scripts
make -C /OpenROAD-flow-scripts/flow DESIGN_CONFIG=/design/flow/config.mk WORK_HOME=/design/flow/orfs finish
==> config.mk <==
export PLATFORM = sky130hd
export DESIGN_NAME = VGA_driver
export DESIGN_NICKNAME = VGA_driver
export VERILOG_FILES = /design/flow/design.v
export SDC_FILE = /design/flow/constraint.sdc
export NUM_CORES = 4
export LEC_CHECK = 1
export CORE_AREA = 10 10 101 101
export DIE_AREA = 0 0 111 111
==> constraint.sdc <==
current_design VGA_driver

set clk_period 2.3
set clk_io_pct 0.2

create_clock -name clk0 -period $clk_period [get_ports {clk}]

set non_clock_inputs [all_inputs -no_clocks]
set_input_delay [expr $clk_period * $clk_io_pct] -clock clk0 $non_clock_inputs
set_output_delay [expr $clk_period * $clk_io_pct] -clock clk0 [all_outputs]
==> Slide: Implementation Results <==
Run Summary

Clock tree
  – Post-CTS sizing: 0
  – Setup repair bufs after CTS: 0
  – Worst-skew pair later-pin latency: 0.21 ns
  – Worst-path clk slew: 0.03 ns
  – Hold_buf cts: 0
  – Inserted Clock Buffers: 3
  – CTS H-tree lvls: 1
  – CTS tree: built
  – Root Driver: clkbuf_8
  – Clock Path Buffers: 2

STA
  – Endpoints left unconstrained: 80
  – Min Hold Slack: 0.427 ns
  – Hold Fails Final Rpt: 0
  – Tcrit/Tclk final: 65.1%
  – Final Setup Violations: 0
  – Max-slew violations: 0
  – Max-Slew Margin vs Limit: 70.5%
  – Register pins left without a clock: 36
  – Fmax: 668 MHz
  – Fin crit period: 1.50 ns
  – Clock Skew: 0.00198 ns
  – Setup TNS Final: 0 ns
  – RSZ-0062 raised after global routing: false
  – Actual slew at the worst max-slew pin: 0.443 ns

Detailed routing
  – Vias post-DR: 1139
  – Number of vias per cell: 3.93
  – Routed WL: 3490 um
  – N_diodes: 0
  – Initial DRC count: 91
  – Routed Antenna Nets: 0
  – # DRC: 0
  – Avg WL per Cell: 12.0 um
  – Drt first pass iters: 4

Floorplanning
  – Die footprint: 12300 um^2
  – Row count: 33
  – Die width: 111 um
  – Chip height: 111 um
  – Core ar.: 8130 um^2
  – Initial Utilization: 19.3%
  – Ports: 48

Worst setup path
  – CP endpoint kind: output pin
  – Crit path launch type: flop
  – CP max stage cell: clkdlybuf4s50_1
  – Critical Path AT: 1.04 ns
  – CP bufs+invs: 1
  – Max incr delay on CP: 0.48 ns
  – Critical-path cell list: clkdlybuf4s50_1
  – Worst Path Class, Setup: reg -> out
  – Worst Path Required: 1.84 ns
  – CP delay by family, top: buffers and inverters
  – Max FO, Critical Path: 3

Final layout
  – Final core utilization: 27.0%
  – Share of layout cells above drive strength 1: 4.86%
  – Design Area, Final: 2190 um^2
  – Synth-to-layout area growth: 39.6%

Hold path
  – Worst hold path class: reg -> reg

Run
  – Log Warnings: 29
  – Max capacitance violation total: 0

Power
  – Power Dens Cells: 103 nW/um^2
  – Lkg Pwr: 0.000822 uW
  – Peak VDD IR: 278 uV
  – Design Power: 225 uW

Place
  – Post-DP HPWL: 2680 um
  – Cell Area, Placed: 2150 um^2
  – Port Buffers: 47
  – Placer Congestion: 0.782

Synth
  – Top area cell types: dfxtp_1, edfxtp_1, and2_1, ha_1, xnor2_1
  – Post-synth top flop: dfxtp_1
  – Cell with the most instances after synthesis: dfxtp_1
  – Syn avg cell area: 11.4 um^2
  – Commonest cells post-synth: dfxtp_1, and2_1, edfxtp_1, nor2_1, inv_1
  – Asr flop ratio synth: 0%
  – Ys cells: 138
  – Syn Std Cell Area: 1570 um^2
  – Synth Seq Share: 56.7%
  – Ys flops: 39
  – Share of the synthesized area in the top cell type: 35.7%
  – Unique cell types: 35
  – Yosys warning total: 4
  – Yosys stat area: 1570 um^2
  – Post-Syn Instances: 138
  – Synth area leader: dfxtp_1
  – Count of library flops with an enable pin: 11

GRT
  – Initial antenna violation count: 0
  – GRT Residual Overflow: 0
  – Number of global-route vias before repair: 1125
  – Largest net degree at the start of global routing: 37
  – First-pass GRT wire length: 6130 um
  – GRT Overall Usage: 5.77%

Outcome
  – Status: finished, final reports clean
-- worst reg2reg max path: stages, from the launching register on --
cell and delay [ns]:
edfxtp_1 0.35, buf_4 0.31, inv_1 0.07
-- cell type report --
class	instances	area [um^2]
clock buffers	4	45.0
fillers	831	5940
inverters	8	30.0
multi-input cells	86	618
flip-flops and latches	39	891
well taps	105	131
repair buffers	48	478
-- worst paths after layout --
kind,startpoint,to,slack [ns],cells after the start
setup / recovery,PCLK_MOD.temp$_DFFE_PN_,pixel_clock,0.80,1
hold / removal,PCLK_MOD.count[0]$_SDFF_PN0_,PCLK_MOD.count[0]$_SDFF_PN0_,0.43,1
setup reg to reg,PCLK_MOD.temp$_DFFE_PN_,PCLK_MOD.temp$_DFFE_PN_,1.32,2
hold reg to reg,PCLK_MOD.count[0]$_SDFF_PN0_,PCLK_MOD.count[0]$_SDFF_PN0_,0.43,1
-- flip-flops by register name, indices dropped and copies added (netlist names) --
signal,cells
vgaRGB,12
HORIZ_C.count,10
VERT_C.count,10
PCLK_MOD.count,2
HORIZ_C.tempTC,1
PCLK_MOD.temp,1
tempHS,1
tempVS,1
video_on,1
-- per-layer routing --
| layer | vias to the layer above | share of wire (%) | GRT usage, % |
|---|---|---|---|
| met4 | 0 | 0.66 | 0.521 |
| met3 | 2 | 8.9 | 1.86 |
| met2 | 46 | 39 | 8.14 |
| li1 | 575 | - | - |
| met1 | 516 | 51 | 8.69 |
| met5 | - | 0 | 0 |
-- metrics by stage --
stage | worst slack [ns] | cells
after floorplan | 1.12 | 138
after detailed placement | 1.01 | 286
final | 0.803 | 290
after CTS | 0.779 | 290
after global placement | 1.01 | 286
after global routing | 0.723 | 290
-- power by group --
part	total, uW	internal (uW)	switching (uW)	leakage [uW]
logic	19.9	17.5	2.39	0.000448
clock network	150	118	32.3	0.0000228
registers	54.9	54.9	0	0.000352
-- logic make-up after synthesis --
kind of cell	count (synthesis)	share of synthesized area [%]
AND/OR/NAND/NOR	57	23.2
flip-flops	39	56.7
buffers and inverters	13	3.98
XOR/XNOR	12	6.69
AND-OR/OR-AND	11	4.70
adder cells (fa/ha/maj)	6	4.78
-- cell usage in the layout, fill, tap and decap left out, types with 3 or more instances in the layout --
cell type and count:
nand4b_1 3, dfxtp_1 28, nand4_1 4, and3_1 3, o31ai_1 3, nand2_1 3
edfxtp_1 11, clkdlybuf4s50_1 47, inv_1 8, xor2_1 6, and2_1 12, nor2_1 10
xnor2_1 6, clkbuf_8 3, ha_1 6, nand3_1 7
Power and IR drop assume default switching activity.
